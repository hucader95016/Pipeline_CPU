$ cat design/flow/config.mk
export PLATFORM = sky130hd
export DESIGN_NAME = ALU_32bits
export DESIGN_NICKNAME = ALU_32bits
export VERILOG_FILES = /design/flow/design.v
export SDC_FILE = /design/flow/constraint.sdc
export NUM_CORES = 4
export LEC_CHECK = 1
export CORE_UTILIZATION = 50
$ cat design/flow/constraint.sdc
current_design ALU_32bits

set clk_period 31.6
set clk_io_pct 0.2

create_clock -name clk0 -period $clk_period

set non_clock_inputs [all_inputs -no_clocks]
set_input_delay [expr $clk_period * $clk_io_pct] -clock clk0 $non_clock_inputs
set_output_delay [expr $clk_period * $clk_io_pct] -clock clk0 [all_outputs]
$ cat design/flow/design.v
`timescale 1ns/1ns
module ALU_1bit( a, b, c, cout, signal, out, less, set ) ;
input a, b, c, less ;
input [2:0] signal ;
output cout, out, set ;
wire bt ;
wire [3:0] temp ;
assign temp[0] = a & b ;
assign temp[1] = a | b ;
assign bt = b ^ signal[2] ;
FA U_FA ( a, bt, c, cout, temp[2] ) ;
assign set = temp[2] ;
assign temp[3] = less ;
assign out = ( signal[2] )?( (signal[0])?(temp[3]):(temp[2]) ):( (signal[1])?(temp[2]):( (signal[0])?(temp[1]):(temp[0]) ) ) ;
endmodule
`timescale 1ns/1ns
module ALU_32bits( a, b, inSignal, dataOut, zero ) ;
  input [31:0] a, b ;
  input [2:0] inSignal ;
  output [31:0] dataOut ;  
  output zero ;
  wire [31:0] out ;
  wire [31:0] cout ;
  wire less_set, cin ;
  wire [2:0] signal ;
  wire signalSlt ;
  assign signal = inSignal ;
  assign cin = (signal==3'b110)?(1):(0) ;
  ALU_1bit alu1( .a(a[0]), .b(b[0]), .out(out[0]), .signal(signal), .c(cin), .cout(cout[0]), .less(less_set), .set() ) ;
  ALU_1bit alu2( .a(a[1]), .b(b[1]), .out(out[1]), .signal(signal), .c(cout[0]), .cout(cout[1]), .less(1'b0), .set() ) ;
  ALU_1bit alu3( .a(a[2]), .b(b[2]), .out(out[2]), .signal(signal), .c(cout[1]), .cout(cout[2]), .less(1'b0), .set() ) ;
  ALU_1bit alu4( .a(a[3]), .b(b[3]), .out(out[3]), .signal(signal), .c(cout[2]), .cout(cout[3]), .less(1'b0), .set() ) ;
  ALU_1bit alu5( .a(a[4]), .b(b[4]), .out(out[4]), .signal(signal), .c(cout[3]), .cout(cout[4]), .less(1'b0), .set() ) ;
  ALU_1bit alu6( .a(a[5]), .b(b[5]), .out(out[5]), .signal(signal), .c(cout[4]), .cout(cout[5]), .less(1'b0), .set() ) ;
  ALU_1bit alu7( .a(a[6]), .b(b[6]), .out(out[6]), .signal(signal), .c(cout[5]), .cout(cout[6]), .less(1'b0), .set() ) ;
  ALU_1bit alu8( .a(a[7]), .b(b[7]), .out(out[7]), .signal(signal), .c(cout[6]), .cout(cout[7]), .less(1'b0), .set() ) ;
  ALU_1bit alu9( .a(a[8]), .b(b[8]), .out(out[8]), .signal(signal), .c(cout[7]), .cout(cout[8]), .less(1'b0), .set() ) ;
  ALU_1bit alu10( .a(a[9]), .b(b[9]), .out(out[9]), .signal(signal), .c(cout[8]), .cout(cout[9]), .less(1'b0), .set() ) ;
  ALU_1bit alu11( .a(a[10]), .b(b[10]), .out(out[10]), .signal(signal), .c(cout[9]), .cout(cout[10]), .less(1'b0), .set() ) ;
  ALU_1bit alu12( .a(a[11]), .b(b[11]), .out(out[11]), .signal(signal), .c(cout[10]), .cout(cout[11]), .less(1'b0), .set() ) ;
  ALU_1bit alu13( .a(a[12]), .b(b[12]), .out(out[12]), .signal(signal), .c(cout[11]), .cout(cout[12]), .less(1'b0), .set() ) ;
  ALU_1bit alu14( .a(a[13]), .b(b[13]), .out(out[13]), .signal(signal), .c(cout[12]), .cout(cout[13]), .less(1'b0), .set() ) ;
  ALU_1bit alu15( .a(a[14]), .b(b[14]), .out(out[14]), .signal(signal), .c(cout[13]), .cout(cout[14]), .less(1'b0), .set() ) ;
  ALU_1bit alu16( .a(a[15]), .b(b[15]), .out(out[15]), .signal(signal), .c(cout[14]), .cout(cout[15]), .less(1'b0), .set() ) ;
  ALU_1bit alu17( .a(a[16]), .b(b[16]), .out(out[16]), .signal(signal), .c(cout[15]), .cout(cout[16]), .less(1'b0), .set() ) ;
  ALU_1bit alu18( .a(a[17]), .b(b[17]), .out(out[17]), .signal(signal), .c(cout[16]), .cout(cout[17]), .less(1'b0), .set() ) ;
  ALU_1bit alu19( .a(a[18]), .b(b[18]), .out(out[18]), .signal(signal), .c(cout[17]), .cout(cout[18]), .less(1'b0), .set() ) ;
  ALU_1bit alu20( .a(a[19]), .b(b[19]), .out(out[19]), .signal(signal), .c(cout[18]), .cout(cout[19]), .less(1'b0), .set() ) ;
  ALU_1bit alu21( .a(a[20]), .b(b[20]), .out(out[20]), .signal(signal), .c(cout[19]), .cout(cout[20]), .less(1'b0), .set() ) ;
  ALU_1bit alu22( .a(a[21]), .b(b[21]), .out(out[21]), .signal(signal), .c(cout[20]), .cout(cout[21]), .less(1'b0), .set() ) ;
  ALU_1bit alu23( .a(a[22]), .b(b[22]), .out(out[22]), .signal(signal), .c(cout[21]), .cout(cout[22]), .less(1'b0), .set() ) ;
  ALU_1bit alu24( .a(a[23]), .b(b[23]), .out(out[23]), .signal(signal), .c(cout[22]), .cout(cout[23]), .less(1'b0), .set() ) ;
  ALU_1bit alu25( .a(a[24]), .b(b[24]), .out(out[24]), .signal(signal), .c(cout[23]), .cout(cout[24]), .less(1'b0), .set() ) ;
  ALU_1bit alu26( .a(a[25]), .b(b[25]), .out(out[25]), .signal(signal), .c(cout[24]), .cout(cout[25]), .less(1'b0), .set() ) ;
  ALU_1bit alu27( .a(a[26]), .b(b[26]), .out(out[26]), .signal(signal), .c(cout[25]), .cout(cout[26]), .less(1'b0), .set() ) ;
  ALU_1bit alu28( .a(a[27]), .b(b[27]), .out(out[27]), .signal(signal), .c(cout[26]), .cout(cout[27]), .less(1'b0), .set() ) ;
  ALU_1bit alu29( .a(a[28]), .b(b[28]), .out(out[28]), .signal(signal), .c(cout[27]), .cout(cout[28]), .less(1'b0), .set() ) ;
  ALU_1bit alu30( .a(a[29]), .b(b[29]), .out(out[29]), .signal(signal), .c(cout[28]), .cout(cout[29]), .less(1'b0), .set() ) ;
  ALU_1bit alu31( .a(a[30]), .b(b[30]), .out(out[30]), .signal(signal), .c(cout[29]), .cout(cout[30]), .less(1'b0), .set() ) ;
  ALU_1bit alu32( .a(a[31]), .b(b[31]), .out(out[31]), .signal(signal), .c(cout[30]), .cout(cout[31]), .less(1'b0), .set(less_set) ) ;
  assign dataOut = (a==b)?(32'd0):(out) ;
  assign zero = (a==b)?(1'b1):(1'b0) ;
endmodule 
`timescale 1ns/1ns
module FA(a, b, c, cout, sum);
    input a, b, c;
    output cout, sum;
    wire   e1, e2, e3;
    xor (e1, a, b);
    and (e2, a, b);
    and (e3, e1, c);
    or	(cout,e2, e3);
    xor  (sum, e1, c);
endmodule
$ cat design/flow/run.sh
#!/bin/bash
# OpenROAD 26Q1-2900-gdf79404cd8, Yosys 0.63+post, stock flow scripts
make -C /OpenROAD-flow-scripts/flow DESIGN_CONFIG=/design/flow/config.mk WORK_HOME=/design/flow/orfs finish
==> flow_summary.yaml <==
# physical design summary
outcome:
  status: "finished clean"
synthesis:
  synth_cells: 363
  ys_types: 27
  top_cells_by_area: "ha_1 (28%), fa_1 (21%), inv_1 (9.7%)"
  top_area_cell: "ha_1"
  synth_top_area_share_pct: 27.56
  syn_area_mm2: 0.002905
  yosysWarningCount: 0
  postSynthAreaPerCell_um2: 8.004
  ys_cells: 363
  synth_seq_share_pct: 0
  yosys_area_mm2: 0.002905
placement:
  post_dp_cell_area_mm2: 0.003910
  io_buffers: 100
  place_congestion: 0.8568
  hpwl_mm: 4.951
timing:
  maxSlewViolCount: 0
  rsz0062_at_grt: "no"
  setup_violations: 0
  tightestPinTransition_ns: 0.7854
  timing.final.crit_share_pct: 87.97
  finalHoldViolations: 0
  finalSetupTns_ns: 0
  fmax_ghz: 0.03597
  relSlewSlack_pct: 47.44
  fin_crit_ns: 27.80
critical_path:
  worstPathArrival_ns: 21.48
  cpMaxStageDelayCell: "buf_4"
  path_max_fanout: 58
  cpMostUsedCell: "fa_1"
  max_stage_delay_ns: 0.52
  critPathRequiredTime_ns: 25.28
  critPathCaptureType: "output port"
  criticalPathCategory: "in -> out"
  crit_path_start_kind: "input port"
final_layout:
  area_growth_pct: 34.58
  drive_above_1_share_pct: 1.563
  fill_cells: 462
  combGateArea_mm2: 0.002525
  nClkBuffers: 0
  final_area_mm2: 0.003910
  regArea_um2: 0
  seq_cells: 0
drt:
  vias: 2541
  via_per_inst: 4.887
  wire_per_inst_um: 11.84
  drtPass1Iterations: 4
  wl_mm: 6.158
  route.detailed.drc: 0
  drtIter0Drc: 57
  antennaDiodeCount: 0
  ant_nets: 0
clocking:
  hold_buffers: 0
  cts_setup_buffers: 0
  cts_resized: 0
floorplanning:
  ioPinCount: 100
  die_width_um: 78.23
  initial_core_util_pct: 52.44
  die_h_um: 78.23
  dieArea_mm2: 0.006119
  core_mm2: 0.005540
  num_rows: 27
global_routing:
  antenna_found_initial: 0
  grt_usage_pct: 21.94
  grt_overflow: 0
  grt_pass1_vias: 2470
  grt_pass1_wl_mm: 10.64
  grt_max_degree: 59
power_and_ir_drop:
  power.leakage_nw: 1.908
  p_total_uw: 68.40
  peakVddDrop_mv: 0.009676
  p_per_area_mw_per_mm2: 17.49
run:
  max_cap_violations: 0
  openroad.warnings: 65
min_path:
  worstHoldPathCells: 5
  min_path_type: "in -> out"
cell usage in the layout (no fill, tap or decap), drive strengths merged:
cell | synthesis | layout
fa | 31 | 31
or3 | 1 | 1
or2 | 1 | 1
ha | 64 | 64
nand2 | 2 | 2
a22oi | 1 | 1
o21ai | 1 | 1
mux2i | 9 | 9
nand4 | 2 | 2
a311oi | 1 | 1
inv | 75 | 75
nor2b | 1 | 1
nor4bb | 1 | 1
nor2 | 55 | 55
o22a | 2 | 2
a211oi | 29 | 29
a21oi | 23 | 23
xor2 | 31 | 31
nand2b | 3 | 3
nor4 | 9 | 9
buf | 15 | 5
clkdlybuf4s50 | 0 | 98
xnor2 | 3 | 3
metal layers:
layer / wire [um] / share of wire [%] / track usage, % / up-vias
met5: 0 / 0 / 0 / -
li1: - / - / - / 1339
met3: 234 / 3.8 / 1.417 / 4
met1: 2971 / 48 / 31.75 / 1137
met2: 2907 / 47 / 38.68 / 61
met4: 45 / 0.73 / 1.481 / 0
synthesized netlist by cell type (all sizes together):
library cell and n:
inv 75, ha 64, nor2 55, fa 31, xor2 31, a211oi 29, a21oi 23, buf 15
mux2i 9, nor4 9, clkbuf 3, nand2b 3, xnor2 3, nand2 2, nand4 2, o22a 2
a22oi 1, a311oi 1, nor2b 1, nor4bb 1, o21ai 1, or2 1, or3 1
worst max-delay path, delay by kind of cell:
family	cells	cell delay, ns
buffers and inverters	4	1.14
AOI/OAI and AO/OA	2	0.38
adders and majority gates	31	13.20
and+or+nand+nor	3	0.38
cell type report:
cell class | instances | area share, %
Multi-Input combinational cell | 270 | 64.58
Timing Repair Buffer | 103 | 25.92
Inverter | 75 | 7.200
Tap cell | 72 | 2.304
through the flow:
stage	setup slack (ns)	hold slack (ns)	util, %	cells
after floorplan	4.996	12.79	-	363
after global placement	3.800	13.75	70.57	520
after detailed placement	3.687	13.77	70.57	520
after CTS	3.684	13.77	70.57	520
after global routing	3.194	13.83	70.57	520
final	3.802	13.76	70.57	520
power by group:
group,internal [mW],switching (mW)
clock network,0,0
logic,0.0399,0.0285
registers,0,0
final timing paths:
| check | start | endpoint | slack, ns |
|---|---|---|---|
| hold / removal | inSignal[0] | dataOut[29] | 13.76 |
| setup / recovery | inSignal[0] | dataOut[30] | 3.80 |
cells by family after synthesis:
kind of cell             share of synthesized area, %
multiplexers                                    3.101
adder cells (fa/ha/maj)                         48.92
buffers and inverters                           13.09
XOR/XNOR                                        10.25
AND/OR/NAND/NOR                                 11.46
AND-OR/OR-AND                                   13.18
Power and IR drop assume default switching activity.
